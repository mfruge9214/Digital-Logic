==> /design/flow/design.v <==
module bcdCounter( 
	input clk,
	input enable,
	output reg [3:0] ones,
	output reg [3:0] tenths,
	output reg [3:0] hundreths,
	output reg [3:0] thousandths
	);
	parameter reset = 4'b1001;
	always@(posedge clk)
	begin
		if(~enable)  
		begin
			if(thousandths==reset)
			begin
				thousandths<=0;
				if(hundreths==reset)
				begin
					hundreths<=0;
					if(tenths==reset)
					begin
						tenths<=0;
						if(ones==reset)
						begin
							ones<=0;
						end
						else
						begin
							ones<=ones+1;
						end
					end
					else
					begin
						tenths<=tenths+1;
					end
				end
				else
				begin
					hundreths<=hundreths+1;
				end
			end
			else
			begin
				thousandths<=thousandths+1;
			end
		end
	end
endmodule
==> /design/flow/run.sh <==
#!/bin/bash
# OpenROAD 26Q1-2900-gdf79404cd8, Yosys 0.63+post, stock flow scripts
make -C /OpenROAD-flow-scripts/flow DESIGN_CONFIG=/design/flow/config.mk WORK_HOME=/design/flow/orfs finish
==> /design/flow/config.mk <==
export PLATFORM = sky130hd
export DESIGN_NAME = bcdCounter
export DESIGN_NICKNAME = bcdCounter
export VERILOG_FILES = /design/flow/design.v
export SDC_FILE = /design/flow/constraint.sdc
export NUM_CORES = 4
export LEC_CHECK = 1
export CORE_AREA = 10 10 84 84
export DIE_AREA = 0 0 94 94
==> /design/flow/constraint.sdc <==
current_design bcdCounter

set clk_period 3.6
set clk_io_pct 0.2

create_clock -name clk0 -period $clk_period [get_ports {clk}]

set non_clock_inputs [all_inputs -no_clocks]
set_input_delay [expr $clk_period * $clk_io_pct] -clock clk0 $non_clock_inputs
set_output_delay [expr $clk_period * $clk_io_pct] -clock clk0 [all_outputs]
==> impl_report.txt <==
=== SYNTHESIS / PLACE & ROUTE SUMMARY ===
----------------------------------------------------
[Detailed routing]
  DRC Markers ........................ 0
  Remaining antenna violation count ........................ 0
  Uppermost signal routing layer after detailed routing ........................ met3
  Length of routed wiring on met1 ........................ 827 µm
  Length of routed met2 wiring ........................ 651 µm
  Pre-Repair DR Iteration Count ........................ 4
  Wire length per cell after detailed routing ........................ about 9.6 µm
  Via/cell ratio ........................ 3.37
  DR iter-0 viols ........................ 12
  Diode count ........................ 0
  Detail Route met3 WL ........................ just over 100 µm
  Total Wirelength ........................ between 1500 and 2000 µm
  Total vias in the final route ........................ 552

[Timing]
  Number of setup violations in the final report ........................ 0
  Worst Max-Slew Pin Slew ........................ 281 ps
  Worst slew slack as a fraction of its limit ........................ 0.813
  Achievable frequency ........................ 0.502 GHz
  Shortest period the worst path allows ........................ 1990 ps
  Fraction of the cycle the final worst path needs ........................ 0.553
  Clock skew ........................ 1.62 ps
  Final Hold Violating Endpoints ........................ 0
  Number of slew-limit violations in the final report ........................ 0
  RSZ-0062 raised after global routing ........................ false
  Sum Neg Setup Slack ........................ 0 ps

[Critical path]
  Required time worst endpoint ........................ 2880 ps
  Critical path's slowest cell ........................ sky130_fd_sc_hd__clkdlybuf4s50_1
  Buffering stage count on the worst path with inverters included ........................ 1
  Worst reg2reg path startpoint ........................ thousandths[1]
  Kind of cell adding the most delay to the critical path ........................ buffers and inverters
  Startpoint types ........................ flop
  Critical path endpoint category ........................ output pin
  Sequence of cells on the critical path ........................ clkdlybuf4s50_1
  Endpoint arrival time on the critical path ........................ 1270 ps
  CP startpoint ........................ thousandths[2]
  Delay of the slowest cell on the worst path ........................ ~530 ps
  Critical path class ........................ reg2out
  Crit-path max FO ........................ 6

[Logic synthesis]
  Synth Area in Adders ........................ 0.116
  Number of cell instances after yosys synthesis ........................ 73
  Main kind of combinational logic by area ........................ simple AND/OR/NAND/NOR gates
  Post-synthesis instance area ........................ 866 µm²
  Synth cell types ........................ 20
  Summed standard-cell area reported by yosys ........................ 866 µm²
  Count of yosys warnings during synthesis ........................ 1
  Post-synthesis share of cell area spent on and-or and or-and gates ........................ 0.0405
  Post-Synthesis Cells ........................ around 73
  Per-instance average area after synthesis ........................ 11.9 µm²
  Area fraction in mux cells ........................ 0.0116
  Flops & latches, synth ........................ 16
  XOR Share, Synth ........................ 0.0506
  Post-synth seq share ........................ 0.555
  Basic Gates by Area ........................ 0.197

[Die]
  Starting density of the core ........................ 0.166
  Die Height ........................ roughly 94 µm
  Row count ........................ 26
  Die width ........................ 94 µm
  Core Region ........................ 5200 µm²
  Area enclosed by the die boundary ........................ ~9000 µm²
  IO Pins ........................ 18

[Clock tree]
  H-tree level count ........................ 1
  Clk sinks ........................ 16
  Number of setup buffers added after CTS ........................ 0
  Clock buffer count from CTS ........................ 3
  Insertion delay of the later-clocked pin in the worst-skew pair ........................ 240 ps
  CTS Hold Buffers Added ........................ 0
  Number of buffers on the longest clock path ........................ 2
  Root buffer cell ........................ sky130_fd_sc_hd__clkbuf_8
  Number of gates given a new drive strength after cts ........................ 0
  CTS tree ........................ yes
  Clock transition at the register clock pins on the worst setup and hold paths after CTS ........................ about 60 ps

[Power]
  Post-layout total power ........................ slightly below 400 µW
  Peak ir drop on the vdd network ........................ 246 µV
  Power density over the cells ........................ 340 nW/µm²
  Leakage power ........................ 0.000446 µW

[Run status]
  Run status ........................ finished, final reports clean

[Global routing]
  Total gr overflow ........................ 0
  Global-route wire length before repair ........................ 2720 µm
  Initial antenna violation count ........................ 0
  Via count of the first global-routing pass ........................ 583
  Largest net degree at the start of global routing ........................ 10
  GRT Resource Usage Total ........................ 0.0382

[Placed design]
  Number of port buffers ........................ 17
  Placer's final routability congestion estimate ........................ 0.733
  Hpwl dp ........................ between 1000 and 1500 µm

[Layout]
  Syn-to-layout area delta ........................ 35.0%
  Highest-count logic cell in the final layout ........................ sky130_fd_sc_hd__clkdlybuf4s50_1
  Dominant logic cell types in the final layout ........................ sky130_fd_sc_hd__clkdlybuf4s50_1 (17), sky130_fd_sc_hd__edfxtp_1 (16), sky130_fd_sc_hd__nor2_1 (13)
  Layout cells sized above 1 ........................ 0.0851
  Post-layout utilization of the core ........................ 0.225

[Run]
  Max-cap viol count ........................ 0
  Tool warnings ........................ 29

[Worst hold path]
  Worst min-delay path category ........................ reg2reg
  Hold wc startpoint ........................ ones[0]

----------------------------------------------------
-- kinds of logic (layout without fill, tap and decap cells) --
family | after synthesis | count (layout)
AOI/OAI and AO/OA | 5 | 5
xor gates and xnor gates | 5 | 5
adders and majority gates | 8 | 8
buffers and inverters | 7 | 28
DFF | 16 | 16
muxes | 1 | 1
and+or+nand+nor | 31 | 31
-- cell usage after synthesis (all sizes together) --
| library cell | count | area (µm²) |
|---|---|---|
| a21o | 2 | 16.3 |
| a22o | 1 | 8.76 |
| and2 | 1 | 6.26 |
| and3 | 1 | 6.26 |
| and3b | 1 | 8.76 |
| edfxtp | 16 | 480 |
| ha | 8 | 100 |
| inv | 7 | 26.3 |
| mux2i | 1 | 10.0 |
| nand2 | 7 | 28.8 |
| nand2b | 1 | 13.8 |
| nand3 | 3 | 15.0 |
| nor2 | 14 | 60.1 |
| nor3 | 1 | 16.3 |
| nor3b | 2 | 15.0 |
| o21ai | 2 | 10.0 |
| xnor2 | 5 | 43.8 |
-- flip-flops by register name, indices dropped and copies added, names as in the netlist --
name	count
thousandths	4
tenths	4
ones	4
hundreths	4
-- routing by layer --
| metal | global-route usage | vias up |
|---|---|---|
| li1 | - | 289 |
| met1 | 0.0540 | 246 |
| met2 | 0.0559 | 17 |
| met3 | 0.0162 | 0 |
| met4 | 0.00253 | 0 |
| met5 | 0 | - |
-- through the flow --
stage          cell area, µm²  cells  setup WS [ps]  hold WS, ps
6_report                 1170    164           1610          649
5_1_grt                  1170    164           1540          681
4_1_cts                  1170    164           1570          655
3_5_place_dp             1120    160           1510          646
3_3_place_gp             1120    160           1520          636
2_1_floorplan             866     73           2080          558
-- area by class of cell --
class                           instances  area (µm²)
Clock buffer                            3        41.3
Clock inverter                          1        3.75
Fill cell                             576        4040
Inverter                                7        26.3
Multi-Input combinational cell         50         359
Sequential cell                        16         480
Tap cell                               70        87.6
Timing Repair Buffer                   17         170
-- final timing paths --
check	cells after the start	slack, ps	to
worst max-delay path	1	1610	thousandths[2]
worst min-delay path	1	650	ones[0]
worst max register to register	5	2000	ones[0]
worst min register to register	1	650	ones[0]
-- power by group --
part	internal, µW	switching [µW]	total (µW)
logic	27.4	14.4	41.7
clock network	75.4	53.2	129
registers	216	11.8	228
total	318	79.3	398
Power is estimated from default activity; no workload was simulated.
