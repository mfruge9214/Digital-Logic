## design/flow/design.v

```verilog
module MasterA(
	input [3:0] X,
	input [3:0] Y,
	input [1:0] select,
	output [7:0] out,
	output LED
		);
		wire [3:0] Addresult, Subtresult;
		wire [7:0] Multresult, Divresult;
		wire LEDA, LEDS, LEDM, LEDD;
		reg LEDT;
		wire [7:0] Z = {Y,X};
		Adder add(X, Y, Addresult, LEDA);
		Subtractor subt(X, Y, Subtresult, LEDS);
		Mult_2 mult(Z, Multresult, LEDM);
		Div_2 div(Z, Divresult, LEDD);
		always @(select)
		begin
			case (select)
				0: LEDT = LEDA;
				1: LEDT = LEDS;
				2: LEDT = LEDM;
				3: LEDT = LEDD;
			endcase
		end
		assign LED = LEDT;
		mux display(Addresult, Subtresult, Multresult, Divresult, select, out);	
endmodule 
		module FullAdder(x, y, s, ci, co);
			input x, y, ci;
			output s, co;
			assign s=x^y^ci;
			assign co=x&y|x&ci|y&ci;	
		endmodule 
		module Adder(
			input [3:0] x,
			input [3:0] y,
			output [3:0] s,
			output c
			);
			wire carry[4:0];
			assign carry[0] = 0;
			genvar i;
			generate
				for(i=0; i<4; i = i + 1)
				begin:addbit
					FullAdder fOne(x[i],y[i],s[i], carry[i], carry[i+1]);
				end
			endgenerate 
			assign c = carry[4];
		endmodule 
		module Subtractor(
			input [3:0] A,
			input [3:0] B,
			output [3:0] out,
			output reg led
			);
			always @(A | B)
			begin
				if (B>A)
				begin
					led=1;
				end
				else
				begin
					led=0;
				end
			end
			wire [3:0] b;
			assign b = ~B + 1;
			assign out= A+ b;
endmodule
		module Mult_2(in, out, carry);
			input [7:0] in;
			output [7:0] out;
			output carry;
			wire [8:0] c;
			reg o;
			assign c = in << 1;
			always @(in)
			begin
				if (in[7] == 1)
					begin
						o = 1;
					end
				else
					begin
						o = 0;
					end
			end
			assign out = c;
			assign carry = o;
		endmodule
		module Div_2(in, out, remain);
			input [7:0] in;
			output [7:0] out;
			output remain;
			wire [8:0] c;
			reg o;
			assign c = in >> 1;
			always @(in)
			begin
				if (in[0] == 1)
					begin
						o = 1;
					end
				else 
					begin 
						o = 0;
					end
			end
			assign out = c;
			assign remain = o;
		endmodule 
```

## design/flow/run.sh

```bash
#!/bin/bash
# OpenROAD 26Q1-2900-gdf79404cd8, Yosys 0.63+post, stock flow scripts
make -C /OpenROAD-flow-scripts/flow DESIGN_CONFIG=/design/flow/config.mk WORK_HOME=/design/flow/orfs finish
```

## design/flow/config.mk

```make
export PLATFORM = sky130hd
export DESIGN_NAME = Subtractor
export DESIGN_NICKNAME = Subtractor
export VERILOG_FILES = /design/flow/design.v
export SDC_FILE = /design/flow/constraint.sdc
export NUM_CORES = 4
export LEC_CHECK = 1
export CORE_AREA = 10 10 70 70
export DIE_AREA = 0 0 80 80
```

## design/flow/constraint.sdc

```tcl
current_design Subtractor

set clk_period 2.1
set clk_io_pct 0.2

create_clock -name clk0 -period $clk_period

set non_clock_inputs [all_inputs -no_clocks]
set_input_delay [expr $clk_period * $clk_io_pct] -clock clk0 $non_clock_inputs
set_output_delay [expr $clk_period * $clk_io_pct] -clock clk0 [all_outputs]
```

==> reports/results.ini <==
[drt]
average_vias_per_placed_instance=2.57
antennaDiodeCount=0
drt_pass1_iterations=2
routed_wl_um=707
routed_length_per_placed_instance_um=7.68
postRouteAntennaNets=0
initialDrtViolationCount=3
drc=0
routed-via-count=236

[power]
power.sequential.fraction=0
p_leak_nw=0.224
cellPowerDensity_nw_per_um2=216
comb_power_share=1.000
switching_power_share_of_the_total=0.361
total_switching_power_w=0.0000397
max-vdd-ir-drop_mv=0.0308
proportion_of_power_drawn_by_the_clock_network=0
cellInternalPower_w=0.0000701

[job]
log.warning_count=35
reported_max_cap_violation_count=0

[logic_synthesis]
synth-seq-area-share=0
number_of_cell_instances_after_yosys_synthesis=26
synthesis.area_per_instance_um2=8.23
ys_area_um2=214
syn-instance-count=26
syn-cell-area_um2=214
synthDistinctLibCells=9
yosysWarningCount=1

[timing]
timing_max_transition_violations_final=0
slew-limit-headroom=0.856
timing_worst_slew_pin_value_ps=215
final-hold-violation-count=0
finalWorstPathRequiredPeriod_ps=2030
timing.final.setup_violations=0
finalCritPeriodShare=0.965
max_fclk_mhz=493
fin_tns_setup_ps=0
holdWs_ps=1430

[grt]
grt_use_met3=0.00455
first_pass_grt_wire_length_um=1170
met2_usage=0.0417
grt_start_max_net_pins=5
final_global_route_overflow_total=0
first_global_vias=249
initial_antenna_violation_count=0
global_route.usage.total=0.0215
global_route.usage.met1=0.0245
gr-max-usage-layer=met2

[finish]
layout.cells.most_common=sky130_fd_sc_hd__buf_4
layout.sequential_cells=0
most_instantiated_logic_cells_after_routing=sky130_fd_sc_hd__buf_4 (8), sky130_fd_sc_hd__inv_1 (6), sky130_fd_sc_hd__ha_4 (4), sky130_fd_sc_hd__dlygate4sd2_1 (4)
layout.area.seq_um2=0
final_layout_size_suffix_gt1_frac=0.500
area_growth_pct=137
final.clkbuf_count=0

[setup_path]
worstPathRequired_ps=1680
timing_worst_setup_path_type=input port to primary output
crit_path_start_kind=input port
worstSetupEndpointType=primary output
critPathMaxFanout=4
critical_path_arrival_ps=1610

[place]
gp_weighted_congestion=0.666
numPortBuffers=13
dp_hpwl_um=618

[floorplanning]
die_h_um=80
die-area_um2=6400
fp-row-count=21
die.size.x_um=80
floorplan.io_pins=13
core_um2=3420
initCoreUtil=0.0626

[clock_tree]
post_cts_hold_buffer_count=0

[worst_hold_path]
min_path_type=input port to primary output

[outcome]
run_status=finished clean

-- metrics by stage --
step / setup WS, ps / utilization / std cells / instance area, um2 / total power (W)
floorplan: 391 / - / 26 / 214 / 0.0000343
finish: 72.8 / 0.149 / 92 / 508 / 0.000110
global placement: -629 / 0.131 / 91 / 447 / 0.000101
CTS: 3.90 / 0.144 / 92 / 493 / 0.000104
detailed placement: -647 / 0.131 / 91 / 447 / 0.000102
global route: -0.632 / 0.149 / 92 / 508 / 0.000123
-- worst paths after layout --
| path | start | endpoint | slack, ps | cells after the start |
|---|---|---|---|---|
| worst max-delay path | B[2] | out[3] | 70 | 6 |
| worst min-delay path | B[0] | led | 1430 | 5 |
-- power by group through the flow --
| stage | clock (W) | sequential (W) | combinational [W] |
|---|---|---|---|
| 4_1_cts | 0 | 0 | 0.000104 |
| 5_1_grt | 0 | 0 | 0.000123 |
| 6_report | 0 | 0 | 0.000110 |
-- Yosys cell counts --
cell type	instances	area share
sky130_fd_sc_hd__inv_1	9	0.16
sky130_fd_sc_hd__ha_1	7	0.41
sky130_fd_sc_hd__a21oi_1	2	0.047
sky130_fd_sc_hd__nor2b_1	2	0.058
sky130_fd_sc_hd__xnor2_1	2	0.082
sky130_fd_sc_hd__a221oi_2	1	0.070
sky130_fd_sc_hd__and4_2	1	0.047
sky130_fd_sc_hd__fa_1	1	0.094
sky130_fd_sc_hd__o211ai_1	1	0.035
-- worst max-delay path, stage by stage --
cell,delay [ps]
sky130_fd_sc_hd__dlygate4sd2_1,270
sky130_fd_sc_hd__ha_4,240
sky130_fd_sc_hd__nor2b_2,170
sky130_fd_sc_hd__a221oi_4,250
sky130_fd_sc_hd__xnor2_1,140
sky130_fd_sc_hd__buf_2,110
-- metal layers --
layer	vias up	wire, um
met5	-	0
met4	0	0
met3	0	50
met2	5	387
met1	106	269
li1	125	-
-- cells by family after synthesis --
| family | count (synthesis) | synth area share |
|---|---|---|
| AND-OR/OR-AND | 4 | 0.152 |
| XOR/XNOR | 2 | 0.0819 |
| adder cells (fa/ha/maj) | 8 | 0.503 |
| buffers and inverters | 9 | 0.158 |
| AND/OR/NAND/NOR | 3 | 0.105 |
-- area by class of cell --
class	count	area, um2
Fill cell	392	2910
Multi-Input combinational cell	17	250
Timing Repair Buffer	20	166
Tap cell	46	57.6
Inverter	9	33.8
-- timing repair --
action,CTS,global route
pin swaps,5,2
gates cloned,0,0
resized,30,7
buffers inserted,1,0
setup endpoints to repair,5,2
No activity file was given, so power comes from the tool's default toggle rates.
