--- ./run.sh ---
#!/bin/bash
# OpenROAD 26Q1-2900-gdf79404cd8, Yosys 0.63+post, stock flow scripts
make -C /OpenROAD-flow-scripts/flow DESIGN_CONFIG=/design/flow/config.mk WORK_HOME=/design/flow/orfs finish
--- ./config.mk ---
export PLATFORM = sky130hd
export DESIGN_NAME = Clockdivider
export DESIGN_NICKNAME = Clockdivider
export VERILOG_FILES = /design/flow/design.v
export SDC_FILE = /design/flow/constraint.sdc
export NUM_CORES = 4
export LEC_CHECK = 1
export CORE_AREA = 10 10 105 105
export DIE_AREA = 0 0 115 115
--- ./constraint.sdc ---
current_design Clockdivider

set clk_period 4.5
set clk_io_pct 0.2

create_clock -name clk0 -period $clk_period [get_ports {in}]

set non_clock_inputs [all_inputs -no_clocks]
set_input_delay [expr $clk_period * $clk_io_pct] -clock clk0 $non_clock_inputs
set_output_delay [expr $clk_period * $clk_io_pct] -clock clk0 [all_outputs]
--- ./design.v ---
module Clockdivider(
	input in, 
	output reg out
	);
	integer countTo;
	initial out<=0;
	always @ (posedge in) 
	begin
	countTo <= countTo + 1;
		if(countTo == 49999)
		begin
			countTo  <= 0;
			out <= 1;
		end
		else
		begin
			out<=0;
		end
	end
endmodule
==> impl_metrics.yaml <==
# physical design summary
finish:
  n_fill_cell: 977
  synthToLayoutAreaGrowth_pct: 17.1
  post_route_cells_drive_above_1_share: 0.0972
min_path:
  worst_hold_path_type: "reg -> reg"
  min_delay_path_depth: 1
cts:
  worst_skew_pair.late_latency_ns: 0.28
  clk_path_buf_depth: 2
  clk_root_buffer_cell: "clkbuf_8"
  clock_sinks: 33
  htreeDepth: 2
  clock_tree_from_tritoncts: "yes"
  postCtsSetupRepairBufs: 0
  cts_inserted_buffers: 5
  post_cts_hold_buffer_count: 0
  clk_pin_slew_ns: 0.06
  cts.repair.resized: 0
power:
  switching_power_uw: 99.2
  vdd_ir_drop_max_mv: 0.121
  sw_frac_of_total: 0.194
  combinationalPowerShare: 0
  intPower_uw: 413
  seqPwrFrac: 0.570
  power_frac_clock: 0.430
  leakage_nw: 0.505
  power.density_nw_per_um2: 313
critical_path:
  critPathCaptureType: "output pin"
  critPathArrivalTime_ns: 1.04
  delay_of_the_slowest_critical_path_stage_ns: 0.46
  crit_fanout: 1
  timing.setup.critical_path_class: "reg -> out"
  crit_path_cell_chain: "clkdlybuf4s50_1"
  worst-endpoint-required_ns: 3.60
  critPathBufInv: 1
  worst_r2r_path_depth: 5
  critical_path_cell_count: 1
  critPathLaunchType: "register"
  cp_top_family: "buffers and inverters"
  critical-path-slowest-cell: "clkdlybuf4s50_1"
synth:
  synth-seq-cells: 33
  synthesized_netlist_cell_count: 135
  synth.yosys.num_cells: 135
  yosys-top-cells-count: "33 x dfxtp_1, 25 x xnor2_1, 11 x nand4_1, 11 x nor2_1, 10 x nand3_1"
  synth-area-yosys_um2: 1400
  yosysTopAreaCell: "dfxtp_1"
  post_synth_main_area_contributors: "dfxtp_1 47%, xnor2_1 16%, nand4_1 4.9%"
  synth_top_cell_by_count: "dfxtp_1"
  synthDominantCellAreaShare: 0.472
  synth-edff-count: 0
  synth_seq_share: 0.472
  flop_cell: "dfxtp_1"
  ys_warn_count: 1
  synthesis.area_um2: 1400
  synthDistinctLibCells: 25
  syn-mean-instance-area_um2: 10.4
  fraction_of_registers_with_async_set_reset: 0
die:
  floorplan.die_area_um2: 13200
  core.rowCount: 34
  die_h_um: 115
  design.core.area_um2: 8760
  horizontal_die_dimension_um: 115
  io-pin-count: 2
  floorplan.initialDensity: 0.160
route:
  vias: 956
  viasPerCell: 3.79
  wl_per_cell_um: 9.50
  drc: 0
  drt-total-wl_um: 2390
  detailed_routing_iterations_pass_1: 4
  route.antenna.diode_count: 0
  final_antenna_net_count: 0
  drt_first_iter_violations: 58
grt:
  globalRouteTotalUtil: 0.0395
  use_met1: 0.0524
  grt_overflow: 0
  top_usage_layer: "met2"
  met2_usage: 0.0627
  grt_use_met3: 0.0121
  grt_first_pass_wirelength_um: 4510
  largest_net_degree_at_the_start_of_global_routing: 10
  antenna_found_initial: 0
  first_global_vias: 1012
final_timing:
  worst_margin_pin_slew_ns: 0.560
  fin_ws_ns: 2.56
  rsz0062_at_grt: "false"
  fin_crit_sh: 0.431
  slew_headroom: 0.623
  timing.setup.tns_ns: 0
  finalHoldViolCount: 0
  worst_clock_skew_ns: 0.00639
  timing.final.max_slew_violations: 0
  setup_viol_count_final: 0
  fmax_mhz: 515
  layout_min_cycle_time_ns: 1.94
run:
  cap_viol_max_count: 0
  warning_count: 25
outcome:
  outcome: "completed"
placement:
  detailed_place_hpwl_um: 1690
  gp_routability_congestion: 0.806
  port_buffer_cells: 1
  detailedPlace.worstSlack_ns: 2.68
worst paths after layout:
path                                        startpoint                endpoint  slack [ns]
worst max-delay path                       out$_DFF_P_                     out        2.56
worst min register to register  countTo[31]$_SDFF_PN0_  countTo[31]$_SDFF_PN0_        0.47
worst min-delay path            countTo[31]$_SDFF_PN0_  countTo[31]$_SDFF_PN0_        0.47
worst max register to register   countTo[0]$_SDFF_PN0_  countTo[28]$_SDFF_PN0_        2.69
power by group through the flow:
| stage | sequential [mW] | combinational [mW] | clock (mW) |
|---|---|---|---|
| 6_report | 0.292 | 0.000000195 | 0.220 |
| 5_1_grt | 0.292 | 0.000000195 | 0.239 |
| 4_1_cts | 0.292 | 0.000000195 | 0.226 |
sequential cells by signal (all words and copies together) (netlist names):
register	cells
countTo	32
out	1
routing by layer:
| layer | vias up | wire, µm |
|---|---|---|
| li1 | 501 | - |
| met1 | 443 | 1190 |
| met2 | 10 | 1090 |
| met3 | 2 | 96 |
| met4 | 0 | 11 |
| met5 | - | 0 |
placed cells by master (no fill, tap or decap), drive strengths merged:
| cell type | count |
|---|---|
| nor4 | 9 |
| and4 | 3 |
| ha | 1 |
| xnor2 | 25 |
| or4 | 1 |
| a21oi | 1 |
| or3 | 1 |
| clkdlybuf4s50 | 1 |
| nor3 | 3 |
| inv | 3 |
| nor2b | 1 |
| nand3 | 12 |
| buf | 1 |
| dfxtp | 33 |
| clkbuf | 7 |
| nor4b | 1 |
| o31ai | 1 |
| xor2 | 4 |
| nand2 | 7 |
| and2 | 1 |
| nor2 | 11 |
| nand4 | 12 |
| and3 | 4 |
| and4bb | 1 |
cell type report:
cell class / instances / area (µm²) / area share
flip-flops and latches: 33 / 661 / 0.403
repair buffers: 2 / 17.5 / 0.0107
clock buffers: 7 / 86.3 / 0.0527
inverters: 3 / 11.3 / 0.00687
well taps: 108 / 135 / 0.0824
multi-input cells: 99 / 728 / 0.444
through the flow:
step	instances	area (µm²)	power, mW	util	hold WS, ns
2_1_floorplan	135	1400	0.299	-	0.430
3_3_place_gp	245	1550	0.299	0.177	0.451
3_5_place_dp	245	1550	0.299	0.177	0.460
4_1_cts	252	1640	0.518	0.187	0.474
5_1_grt	252	1640	0.531	0.187	0.495
6_report	252	1640	0.512	0.187	0.468
cells by family after synthesis:
logic type	Yosys count	synth area share
fa+ha+maj	1	0.00894
compound gates	2	0.00894
simple gates	67	0.321
buf+inv	3	0.00804
flops	33	0.472
xor+xnor	29	0.181
No activity file was given, so power comes from the tool's default toggle rates.
